File: design/flow/design.v
`timescale 1ns / 1ps
`default_nettype none
`timescale 1ns / 1ps
module Controller(
	input wire [31:0] instruc,
	output wire [57:0] IBus,
	output wire isBranch,
	output wire immJump,
	output wire regJump,
	output wire [1:0] RegDst,
	output wire ExtOp,
	output wire [3:0] AluCtrl,
	output wire AluSrc,
	output wire MemWrite,
	output wire isByte,
	output wire isHalf,
	output wire [1:0] MemtoReg,
	output wire [1:0] HBExtOp,
	output wire PassAPC,
	output wire isVS,	 
	output wire isMU,
	output wire isDI,
	output wire MUDI,
	output wire isSigned,
	output wire ReadHL,
	output wire WriteHL,
	output wire WriteHi,
	output wire ReadHi
    );
	reg  add, addu, sub, subu, And, Or, Xor, Nor, slt, sltu, sll, srl, sra, sllv, srlv, srav,
		 mult, multu, div, divu, mfhi, mflo, mthi, mtlo,
		 jr, jalr,
		 addi, addiu, andi, ori, xori, lui, slti, sltiu,
		 lw, lb, lbu, lh, lhu,
		 sw, sb, sh,
		 beq, bgez, bgtz, blez, bltz, bne,
		 j, jal, 
		 nop;
	wire I_R, I_I, Sft, VSft, Load, Save, Branch;
	wire [5:0] OpCode = instruc[31:26];
	wire [5:0] Func   = instruc[5: 0];
	IBusOccur ConIBusOccur(.instruc(instruc), .IBus(IBus));
	assign I_R = IBus[51];
	assign Sft = IBus[53];
	assign VSft	= IBus[54];
	assign I_I = IBus[52];
	assign Load	= IBus[55];
	assign Save	= IBus[56];
	assign Branch = IBus[57];
	always @(*) begin
		add  = IBus[24];
		addu = IBus[0];
		sub  = IBus[25];
		subu = IBus[1];
		And  = IBus[26];
		Or   = IBus[27];
		Xor	 = IBus[28];
		Nor  = IBus[29];
		slt  = IBus[33];
		sltu = IBus[34];
		sll	 = IBus[37];
		srl  = IBus[38];
		sra  = IBus[39];
		sllv = IBus[40];
		srlv = IBus[41];
		srav = IBus[42];
		jr   = IBus[2];
		jalr = IBus[13];
		mult = IBus[43];
		multu= IBus[44];
		div  = IBus[45];
		divu = IBus[46];
		mfhi = IBus[47];
		mflo = IBus[48];
		mthi = IBus[49];
		mtlo = IBus[50];
		addi = IBus[14];
		addiu= IBus[30];
		andi = IBus[31];
		ori  = IBus[4];
		xori = IBus[32];
		lui  = IBus[3];
		slti = IBus[35];
		sltiu= IBus[36];
		lw  = IBus[6];
		lb  = IBus[10];
		lbu = IBus[15];
		lh = IBus[16];
		lhu = IBus[17];
		sw  = IBus[7];
		sb  = IBus[11];
		sh = IBus[18];
		beq = IBus[5];
		bgez= IBus[23];
		bgtz= IBus[21];
		blez= IBus[20];
		bltz= IBus[22];
		bne = IBus[19];
		jal = IBus[9];
		j   = IBus[8];
	end
	assign isBranch = Branch;
	assign immJump = jal || j;
	assign regJump = jr || jalr;
	assign RegDst = {I_R || Sft || VSft ||
					 jalr || jal ||
					 mfhi || mflo, 
					 I_I ||
					 Load || 
					 jal};
	assign ExtOp = Load || 
				   Save || 
				   Branch || 
				   addi || addiu || slti || sltiu;
	assign AluCtrl = (sub || subu) ? 4'b0001 :
					 (And || andi) ? 4'b0110 :
					 (Or || ori)   ? 4'b0010  :
					 (Xor|| xori)  ? 4'b0100 :
					 (Nor)		   ? 4'b0101 :
					 (lui)		   ? 4'b0011  :
					 (slt || slti) ? 4'b0111 :
					 (sltu || sltiu) ? 4'b1000:
					 (sll || sllv) ? 4'b1001 :
					 (srl || srlv) ? 4'b1010 :
					 (sra || srav) ? 4'b1011 : 4'b0000;
	assign AluSrc =  I_I ||
					 Load ||
					 Save;
	assign MemWrite = Save;
	assign isByte = lb || lbu || sb;
	assign isHalf = lh || lhu || sh;
	assign MemtoReg = {jalr || jal || lb || lh || lbu || lhu, 
					   jalr || jal || lw};
	assign HBExtOp = {lh || lhu,
					  lb || lh};
	assign PassAPC = jal || jalr;
	assign isVS = VSft;
	assign isMU = mult || multu;
	assign isDI = div || divu;
	assign MUDI = div || divu || mult || multu;
	assign isSigned = div || mult;
	assign ReadHL = mfhi || mflo;
	assign WriteHL= mthi || mtlo;
	assign WriteHi= mthi;
	assign ReadHi = mfhi;
endmodule
`timescale 1ns / 1ps
`default_nettype none
`timescale 1ns / 1ps
module IBusOccur(
	input wire [31:0] instruc,
	output wire [57:0] IBus
    );
	assign IBus[24]  = (instruc[31:26] == 6'b000000) && (instruc[5: 0] == 6'b100000);
	assign IBus[0] = (instruc[31:26] == 6'b000000) && (instruc[5: 0] == 6'b100001);
	assign IBus[25]  = (instruc[31:26] == 6'b000000) && (instruc[5: 0] == 6'b100010);
	assign IBus[1] = (instruc[31:26] == 6'b000000) && (instruc[5: 0] == 6'b100011);
	assign IBus[26]  = (instruc[31:26] == 6'b000000) && (instruc[5: 0] == 6'b100100);
	assign IBus[27]   = (instruc[31:26] == 6'b000000) && (instruc[5: 0] == 6'b100101);
	assign IBus[28]  = (instruc[31:26] == 6'b000000) && (instruc[5: 0] == 6'b100110);
	assign IBus[29]  = (instruc[31:26] == 6'b000000) && (instruc[5: 0] == 6'b100111);
	assign IBus[33]  = (instruc[31:26] == 6'b000000) && (instruc[5: 0] == 6'b101010);
	assign IBus[34] = (instruc[31:26] == 6'b000000) && (instruc[5: 0] == 6'b101011);
	assign IBus[37]  = (instruc[31:26] == 6'b000000) && (instruc[5: 0] == 6'b000000);
	assign IBus[38]  = (instruc[31:26] == 6'b000000) && (instruc[5: 0] == 6'b000010);
	assign IBus[39]  = (instruc[31:26] == 6'b000000) && (instruc[5: 0] == 6'b000011);
	assign IBus[40] = (instruc[31:26] == 6'b000000) && (instruc[5: 0] == 6'b000100);
	assign IBus[41] = (instruc[31:26] == 6'b000000) && (instruc[5: 0] == 6'b000110);	
 	assign IBus[42] = (instruc[31:26] == 6'b000000) && (instruc[5: 0] == 6'b000111);
	assign IBus[2]   = (instruc[31:26] == 6'b000000) && (instruc[5: 0] == 6'b001000);
	assign IBus[13] = (instruc[31:26] == 6'b000000) && (instruc[5: 0] == 6'b001001);
	assign IBus[43] = (instruc[31:26] == 6'b000000) && (instruc[5: 0] == 6'b011000);
	assign IBus[44]= (instruc[31:26] == 6'b000000) && (instruc[5: 0] == 6'b011001);
	assign IBus[45]  = (instruc[31:26] == 6'b000000) && (instruc[5: 0] == 6'b011010);
	assign IBus[46] = (instruc[31:26] == 6'b000000) && (instruc[5: 0] == 6'b011011);
	assign IBus[47] = (instruc[31:26] == 6'b000000) && (instruc[5: 0] == 6'b010000);
	assign IBus[48] = (instruc[31:26] == 6'b000000) && (instruc[5: 0] == 6'b010010);
	assign IBus[49] = (instruc[31:26] == 6'b000000) && (instruc[5: 0] == 6'b010001);
	assign IBus[50] = (instruc[31:26] == 6'b000000) && (instruc[5: 0] == 6'b010011);
	assign IBus[14] 	= (instruc[31:26] == 6'b001000);
	assign IBus[30] = (instruc[31:26] == 6'b001001);
	assign IBus[31]  = (instruc[31:26] == 6'b001100);
	assign IBus[4] 	= (instruc[31:26] == 6'b001101);
	assign IBus[32]  = (instruc[31:26] == 6'b001110);
	assign IBus[3] 	= (instruc[31:26] == 6'b001111);
	assign IBus[35]  = (instruc[31:26] == 6'b001010);
	assign IBus[36] = (instruc[31:26] == 6'b001011);
	assign IBus[6]  	= (instruc[31:26] == 6'b100011);
	assign IBus[10]  	= (instruc[31:26] == 6'b100000);
	assign IBus[15]  	= (instruc[31:26] == 6'b100100);
	assign IBus[16]  	= (instruc[31:26] == 6'b100001);
	assign IBus[17]  	= (instruc[31:26] == 6'b100101);
	assign IBus[7]  = (instruc[31:26] == 6'b101011);
	assign IBus[11]  = (instruc[31:26] == 6'b101000);
	assign IBus[18]  = (instruc[31:26] == 6'b101001);
	assign IBus[5] = (instruc[31:26] == 6'b000100);
	assign IBus[23]= (instruc[31:26] == 6'b000001 && instruc[20:16] == 5'b00001);	 
	assign IBus[21]= (instruc[31:26] == 6'b000111);
	assign IBus[20]= (instruc[31:26] == 6'b000110);
	assign IBus[22]= (instruc[31:26] == 6'b000001 && instruc[20:16] == 5'b00000);	 
	assign IBus[19] = (instruc[31:26] == 6'b000101);
	assign IBus[9] = (instruc[31:26] == 6'b000011);
	assign IBus[8]   = (instruc[31:26] == 6'b000010);
	assign IBus[51] = IBus[24] || IBus[0] || IBus[25] || IBus[1] || IBus[26] || IBus[27] || IBus[28] || IBus[29] || IBus[33] || IBus[34];
	assign IBus[53] = IBus[37] || IBus[38] || IBus[39];
	assign IBus[54]= IBus[40]|| IBus[41]|| IBus[42];
	assign IBus[52] = IBus[14]|| IBus[30] || IBus[31] || IBus[4] || IBus[32] || IBus[3] || IBus[35] || IBus[36];
	assign IBus[55] = IBus[6] || IBus[10] || IBus[15] || IBus[16] || IBus[17];
	assign IBus[56] = IBus[7] || IBus[11] || IBus[18];
	assign IBus[57] = IBus[5] || IBus[23] || IBus[21] || IBus[20] || IBus[22] || IBus[19];
endmodule
`timescale 1ns / 1ps
`default_nettype none
`timescale 1ns / 1ps
module WB(
	input wire [31:0] W_instruc,
	input wire [31:0] W_PC,
	input wire [31:0] W_DM,
	input wire [31:0] W_AluRe,
	input wire [4:0] W_WRA,
	output wire [4:0] WD_WRA,
	output wire [31:0] WD_WRD,
	output wire [31:0] WD_PCWhenWrite
    );
	wire [1:0] MemtoReg;
	wire [31:0] ByteExt;
	wire [1:0] HBExtOp;
	Controller Con_W(.instruc(W_instruc),
					 .HBExtOp(HBExtOp),
					 .MemtoReg(MemtoReg));
	assign ByteExt = (HBExtOp == 2'b00) ? {24'b0, W_DM[7:0]} : 
					 (HBExtOp == 2'b01) ? {{24{W_DM[7]}}, W_DM[7:0]} :
					 (HBExtOp == 2'b10) ? {16'b0, W_DM[15:0]} :
					 (HBExtOp == 2'b11) ? {{16{W_DM[15]}}, W_DM[15:0]} : 0;
	assign WD_WRA = W_WRA;
	assign WD_WRD = (MemtoReg == 2'b00) ? W_AluRe : 
					(MemtoReg == 2'b01) ? W_DM :
					(MemtoReg == 2'b10) ? ByteExt :
					(MemtoReg == 2'b11) ? (W_PC + 8) : 0;
	assign WD_PCWhenWrite = W_PC;
endmodule
File: design/flow/config.mk
export PLATFORM = sky130hd
export DESIGN_NAME = WB
export DESIGN_NICKNAME = WB
export VERILOG_FILES = /design/flow/design.v
export SDC_FILE = /design/flow/constraint.sdc
export NUM_CORES = 4
export LEC_CHECK = 1
export CORE_AREA = 10 10 107 107
export DIE_AREA = 0 0 117 117
File: design/flow/constraint.sdc
current_design WB

set clk_period 5.5
set clk_io_pct 0.2

create_clock -name clk0 -period $clk_period

set non_clock_inputs [all_inputs -no_clocks]
set_input_delay [expr $clk_period * $clk_io_pct] -clock clk0 $non_clock_inputs
set_output_delay [expr $clk_period * $clk_io_pct] -clock clk0 [all_outputs]
File: design/flow/run.sh
#!/bin/bash
# OpenROAD 26Q1-2900-gdf79404cd8, Yosys 0.63+post, stock flow scripts
make -C /OpenROAD-flow-scripts/flow DESIGN_CONFIG=/design/flow/config.mk WORK_HOME=/design/flow/orfs finish
==> results.yml <==
# synthesis and place-and-route metrics
run_status:
  status: "finished, final reports clean"
worst_setup_path:
  crit_type: "input pin to output port"
  cp.arrival_ps: 3880
  cp_max_fo: 9
  endpoint_kind: "output port"
  crit_required_ps: 4400
  critPathLaunchType: "input pin"
die:
  io_pins: 202
  dieArea_um2: 13700
  num_rows: 35
  die_h_um: 117
  coreArea_um2: 9200
  fp_util: 0.191
  die_width_um: 117
clocking:
  cts_resized: 0
  holdBufCountCts: 0
  post_cts_buffers: 0
drt:
  wl_mm: 8.97
  wire_per_inst_um: 17.5
  antenna_cells: 0
  drc: 0
  vias_per_cell: 4.66
  drtIter0Drc: 78
  ant_nets: 0
  first_pass_iters: 4
  vias: 2391
final_timing:
  hold_viol: 0
  rsz0062_at_grt: "false"
  min_period_over_period: 0.905
  slew-limit-headroom: 0.532
  fmax_mhz: 201
  slew_viol_final: 0
  setup_viol: 0
  tightest_slew_ps: 692
  finalSetupTns_ps: 0
  min_period_ps: 4980
global_routing:
  grt_use_total: 0.122
  antenna_found_initial: 0
  grt_pass1_vias: 2477
  grt.overflow.total: 0
  grt_use_met1: 0.156
  grt_use_met2: 0.217
  use_met3: 0.0273
  grt_pass1_wl_mm: 13.4
  busiest_layer: "met2"
  grt_max_degree: 20
finish:
  seq_cell_count: 0
  num-fill-cells: 983
  post-route-util: 0.363
  nClkBuffers: 0
  drive_gt1_frac: 0.0647
  area.growth.synth_to_final_pct: 90.0
  flop_area_um2: 0
  postLayoutCellArea_um2: 3340
  fin_cells: 513
synthesis:
  area_leaders: "buf_4, nand2_1, xnor2_1"
  seq_area_frac_synth: 0
  ys_types: 48
  syn_area_um2: 1760
  synth_dominant_cell_count: "buf_4"
  syn_inst: 273
  ys_cells: 273
  top_area_cell: "buf_4"
  common_cells: "buf_4, nand2_1, nor2_1, o21ai_1, a21oi_1"
  ys_area_um2: 1760
  synth_area_per_cell_um2: 6.44
  synth_warnings: 1
  top_area_frac: 0.167
placement:
  dpl.cell_count: 513
  gp_congestion: 0.824
  placed_cell_area_um2: 3340
  place_hpwl_mm: 7.74
  port_buffers: 172
power_and_ir_drop:
  p_int_w: 0.000143
  comb_power_share: 1.000
  power.density_nw_per_um2: 62.9
  peakVddDrop_mv: 0.0260
  pwr-share-clk: 0
  p_total_w: 0.000210
  leakagePower_nw: 1.18
  switching_power_w: 0.0000670
  pwr-share-seq: 0
  switching_share: 0.319
flow_run:
  maxCapViolations: 0
  warning_count: 52
worst_hold_path:
  holdCritStartpoint: "W_WRA[1]"
  hp-class: "input pin to output port"
  hold_end: "WD_WRA[1]"
  hold_path_depth: 0
==> layout make-up <==
cell class	instances	area [um2]	share of cell area
timing repair buffer	178	1770	0.529
multi-input combinational	213	1390	0.417
tap	111	139	0.0416
inverter	11	41.3	0.0124
==> per-stage QoR <==
| stage | hold slack [ps] | setup WS (ps) |
|---|---|---|
| CTS | 2200 | 482 |
| global placement | 2200 | 507 |
| global route | 2200 | 256 |
| detailed placement | 2200 | 499 |
| floorplan | 2260 | 1950 |
| finish | 2200 | 525 |
==> layout by cell type, fill, tap and decap left out, types with 5 or more instances in the layout <==
cell             count
buf_4                6
o221ai_1             5
inv_1               11
o211ai_1             6
nand2_1             36
xnor2_1             15
nor2_1              20
nor3_1               6
a21oi_1             16
nand3_1             14
xor2_1               7
nor3_2               8
nand4_1              5
o21ai_1             20
clkdlybuf4s50_1    172
==> logic make-up after synthesis <==
kind of cell / synth area share
simple gates: 0.359
compound gates: 0.305
buf+inv: 0.214
xor+xnor: 0.110
mux: 0.00569
fa+ha+maj: 0.00712
==> how the worst max path moves through the flow <==
stage / end / start / slack (ps) / cells past startpoint
after CTS: WD_WRD[27] / W_PC[3] / 480 / 8
final: WD_WRD[27] / W_PC[3] / 520 / 8
after global routing: WD_WRD[23] / W_PC[3] / 260 / 8
==> per-layer routing <==
metal	vias to the layer above	part of all wire
li1	1229	-
met1	1070	0.41
met2	92	0.50
met3	0	0.087
met4	0	0
met5	-	0
==> power groups by stage <==
| stage | Sequential (W) | Combinational [W] | Clock, W |
|---|---|---|---|
| after global routing | 0 | 0.000230 | 0 |
| final | 0 | 0.000210 | 0 |
| after CTS | 0 | 0.000214 | 0 |
==> critical path: stages <==
cell and delay, ps:
clkdlybuf4s50_1 570, ha_1 270, nand2_1 110, or4_1 670, nor3_2 240, nor3b_1 80
o41ai_2 290, clkdlybuf4s50_1 540
No activity file was given, so power comes from the tool's default toggle rates.
