## design/flow/design.v

```verilog
`timescale 1ns / 1ps
`default_nettype none
module TC(
    input wire clk,
    input wire reset,
    input wire [31:0] Addr,
    input wire WE,
    input wire [31:0] Din,
    output wire [31:0] Dout,
    output wire IRQ
    );
	reg [1:0] state;
	reg [31:0] mem [2:0];
	reg _IRQ;
	assign IRQ = mem[0][3] & _IRQ;
	assign Dout = mem[Addr[3:2]];
	wire [31:0] load = Addr[3:2] == 0 ? {28'h0, Din[3:0]} : Din;
	integer i;
	always @(posedge clk) begin
		if(reset) begin
			state <= 0; 
			for(i = 0; i < 3; i = i+1) mem[i] <= 0;
			_IRQ <= 0;
		end
		else if(WE) begin
			mem[Addr[3:2]] <= load;
		end
		else begin
			case(state)
				2'b00 : if(mem[0][0]) begin
					state <= 2'b01;
					_IRQ <= 1'b0;
				end
				2'b01 : begin
					mem[2] <= mem[1];
					state <= 2'b10;
				end
				2'b10  : 
					if(mem[0][0]) begin
						if(mem[2] > 1) mem[2] <= mem[2]-1;
						else begin
							mem[2] <= 0;
							state <= 2'b11;
							_IRQ <= 1'b1;
						end
					end
					else state <= 2'b00;
				default : begin
					if(mem[0][2:1] == 2'b00) mem[0][0] <= 1'b0;
					else _IRQ <= 1'b0;
					state <= 2'b00;
				end
			endcase
		end
	end
endmodule
```

## design/flow/run.sh

```bash
#!/bin/bash
# OpenROAD 26Q1-2900-gdf79404cd8, Yosys 0.63+post, stock flow scripts
make -C /OpenROAD-flow-scripts/flow DESIGN_CONFIG=/design/flow/config.mk WORK_HOME=/design/flow/orfs finish
```

## design/flow/config.mk

```make
export PLATFORM = sky130hd
export DESIGN_NAME = TC
export DESIGN_NICKNAME = TC
export VERILOG_FILES = /design/flow/design.v
export SDC_FILE = /design/flow/constraint.sdc
export NUM_CORES = 4
export LEC_CHECK = 1
export CORE_UTILIZATION = 30
```

## design/flow/constraint.sdc

```tcl
current_design TC

set clk_period 5.9
set clk_io_pct 0.2

create_clock -name clk0 -period $clk_period [get_ports {clk}]

set non_clock_inputs [all_inputs -no_clocks]
set_input_delay [expr $clk_period * $clk_io_pct] -clock clk0 $non_clock_inputs
set_output_delay [expr $clk_period * $clk_io_pct] -clock clk0 [all_outputs]
```

==> summary.txt <==
Implementation status.

- After its last routability iteration, the placer logged a weighted congestion of 0.806.
- The count of mapped cells out of synthesis is 552.
- STA puts the critical path data required time at 4720 ps.
- The DRC violation total left in the routed layout is recorded as 0.
- Per the OpenROAD floorplan log, the area of the core is 22000 sq um.
- Final hold analysis gives a worst-case slack of 448 ps.
- Summed over all instances, the cell type with the most area after synthesis is edfxtp_1.
- The clock latency at the later pin of the worst-skew pair is 420 ps.
- The TritonCTS clock tree is built.
- The data arrival time reported for the critical path is 2930 ps.
- The total number of clock tree sinks is 133.
- The worst clock skew on the final layout is 9.94 ps.
- The first global-routing pass estimated between 20000 and 30000 um of wire.
- The worst setup path category is in2out.
- The setup TNS is 0 ps.
- Relative to the synthesized area, the layout overhead comes to 26.0%.
- The synthesis stat section lists a flop and latch total of ~130.
- The via count of the routed design is 4879.
- For this block, the routed nets add up to 18300 um of wire.
- The average wire per standard cell is 19.5 um.
- Warnings reported by Yosys during synthesis add up to 1.
- The utilization of the core after routing is 38.9%.
- The flow ran to the end, and the final reports show no timing, DRC or antenna violations.
- The overflow left after global routing is 0.
- The filler cells instantiated in the layout total 2070.
- The half-perimeter wire length after detailed placement is between 10000 and 15000 um.
- The count of non-filler cells in the finished layout is 941.
- The starting DRC count in detailed routing is 261.
- The cell area that synthesis handed to floorplanning was 6800 sq um.
- Clock-pin slew was measured on the worst setup and hold paths at roughly 60 ps.
- The finished cells cover 8560 sq um.
- The number of optimization iterations in the first detailed-route pass is 18.
- Max fanout on the critical path was recorded as 37.
- The launch point of the worst register-to-register path is recorded as mem[0][0].
- The detailed router put a total of slightly below 8000 um of wire on met1.
- The min-delay analysis places its worst path in the category reg2reg.
- Counting along the longest clock path gives a buffer depth of 2.
- Wire segments on met2 add up to 8620 um in the final route.
- Per the repair_timing log after CTS, setup buffers inserted total 0.
- Setup repair after global routing left no endpoint under its margin.
- The number of antenna violations at the first check in global routing was 0.
- Looking at the max-slew report, the worst-margin pin has a slew of 839 ps.
- In this run the remaining antenna-violating nets after routing total 0.
- The clock tree root buffer cell is clkbuf_16.
- The worst slew slack as a fraction of its limit is 44.1%.
- IR analysis of the VDD net gives a maximum drop of between 150 and 200 uV.
- The number of cells on the worst reg-to-reg path is 6.
- Warnings raised by the tools during the run amount to between 50 and 60.
- The worst setup path is launched from an input pin.
- Total power for the finished layout comes to roughly 2.5 mW.
- In the synthesis report, Yosys lists the chip area as ~6800 sq um.
- The full die area is approximately 23000 sq um.
- The capture instance of the worst register-to-register path is mem[1][0].
- The commonest register cell is edfxtp_1.
- The number of antenna repair diodes is 0.
- For reference, the critical path is captured by Dout[14].
- Clock tree synthesis inserted a total of 17 buffers.
- The total cells reported by yosys after synthesis is 552.
- The highest clock rate this design can be run at is 0.243 GHz.
- The deepest level of the CTS H-tree is 4.
- After synthesis, the netlist uses between 50 and 60 different library cells.
- According to the floorplan log, the row count is ~54.
- Yosys reported that registers with async set or reset make up 0%.
- The final period utilization is 69.7%.
- The count of port buffers added during placement is 69.
- The total leakage power is 3.12 nW.
- The count of instances resized after the clock tree is built is 0.
- Across all register-to-register paths, the minimum setup slack is 2960 ps.
- The number of top-level pins is 100.
- Routed signal wires occupy layers up through met4.
- Counting flops with a built-in enable in the synthesized netlist gives 128.
- The vertical die dimension is 153 um.
- In the final report, the number of hold violations comes to 0.
- The fraction of layout instances using a drive strength above 1 is 15.3%.
- The floorplan-stage core utilization is 30.9%.
- The sequential fraction of the synthesis area is between 50% and 60%.
- The number of placed instances with taps included is 909.
- The launch point of the critical path was reported as Addr[2].
- The instance area after placement is approximately 8000 sq um.
- The clock period minus worst slack is roughly 4100 ps.
- The number of hold buffers added after CTS was 0.
- Wire segments on met3 add up to about 1600 um in the final route.
- The die is about 150 um wide.
- The number of global-route vias before repair came to approximately 5100.
- The area fraction of the largest cell type after synthesis is between 50% and 60%.
- The power density over cell area is 290 nW/um^2.
- STA classifies the critical path endpoint as an output pin.
- The least setup slack across all paths after layout is about 1800 ps.
- The main area contributors are edfxtp_1, mux4_2, nor2_1.
- In this run the maximum-capacitance check reported violations numbering 0.
- The number of failing setup endpoints in the final timing report is 0.
- Total global-route track usage over all layers is 17.2%.
- In this run the mean area of a mapped cell was 12.3 sq um.
- The worst slack after detailed placement is 1590 ps.
- Entering global routing, the biggest net connects 38 pins.
- Max-slew check failures listed in the final report amount to 0.
- The routed design shows a via density per instance of 5.18.
==> registers in the layout, summed over array words and instances, names as in the netlist <==
signal  cells
_IRQ        1
mem       128
state       4
==> how the worst min path moves through the flow <==
stage        start       end  slack [ps]  depth (start not counted)
4_1_cts   state[3]  state[3]         450                          2
5_1_grt   state[3]  state[3]         500                          2
6_report  state[3]  state[3]         450                          2
==> worst max-delay path, cell delays in order <==
cell and delay, ps:
buf_2 70, buf_4 570, mux4_2 630, clkdlybuf4s50_1 420
==> report_power, final <==
group          internal (mW)  total (mW)  switching (mW)
registers               1.10        1.13          0.0323
clock network          0.700        1.09           0.390
logic                  0.136       0.263           0.127
==> final cells by class <==
class	count	area (sq um)	share of cell area, %
Tap cell	280	350	4.09
Inverter	8	30.0	0.351
Clock inverter	15	188	2.19
Sequential cell	133	3940	46.0
Timing Repair Buffer	87	816	9.53
Clock buffer	17	425	4.97
Multi-Input combinational cell	401	2810	32.8
==> metal layers <==
metal / vias to the layer above / track usage (%)
met5: - / 0
met4: 0 / 2.26
met3: 14 / 6.93
met2: 206 / 26.1
met1: 2381 / 25.1
li1: 2278 / -
==> placed cells by master, fill, tap and decap left out, types with 3 or more instances in the layout <==
cell,instances
and2_1,14
xor2_1,19
bufinv_16,4
inv_1,8
o211ai_1,3
nor3_1,23
mux4_2,32
and3_1,12
clkinv_1,3
nand2b_1,3
or4_1,6
or3_1,6
buf_4,18
nand2_1,43
or2_2,5
nand3_1,30
nor4_1,11
dfxtp_1,5
xnor2_1,8
clkdlybuf4s50_1,67
clkinvlp_4,5
edfxtp_1,128
o21ai_0,3
nand4_1,4
a221oi_1,9
nor4_2,6
a21oi_1,20
conb_1,28
clkbuf_16,17
nor2_1,81
==> cell usage after synthesis, types with 8 or more instances <==
cell type and n:
clkbuf_1 31, nand2_1 43, and2_1 14, nor3_1 24
nand3_1 30, inv_1 8, mux4_2 32, xor2_1 19
a221oi_1 9, nor4_1 13, and3_1 12, xnor2_1 8
nor2_1 81, a21oi_1 20, edfxtp_1 128
==> cell families after synthesis <==
group,share of synthesized area (%)
AND-OR/OR-AND,6.02
AND/OR/NAND/NOR,18.7
multiplexers,10.8
XOR/XNOR,3.48
adder cells (fa/ha/maj),0.368
buffers and inverters,2.61
flip-flops,58.0
other,0.0552
Power figures rest on the tool's default switching activity, not on a simulated workload.
