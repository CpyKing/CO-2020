<file path="/design/flow/config.mk">
export PLATFORM = sky130hd
export DESIGN_NAME = CP0
export DESIGN_NICKNAME = CP0
export VERILOG_FILES = /design/flow/design.v
export SDC_FILE = /design/flow/constraint.sdc
export NUM_CORES = 4
export LEC_CHECK = 1
export CORE_UTILIZATION = 30
</file>
<file path="/design/flow/constraint.sdc">
current_design CP0

set clk_period 12.1
set clk_io_pct 0.2

create_clock -name clk0 -period $clk_period [get_ports {clk}]

set non_clock_inputs [all_inputs -no_clocks]
set_input_delay [expr $clk_period * $clk_io_pct] -clock clk0 $non_clock_inputs
set_output_delay [expr $clk_period * $clk_io_pct] -clock clk0 [all_outputs]
</file>
<file path="/design/flow/design.v">
`timescale 1ns / 1ps
`default_nettype none
module CP0(
	input wire clk,
	input wire reset,
	input wire [4:0] A1,
	input wire [4:0] A2,
	input wire [31:0] DIn,
	input wire [31:0] PC,
	input wire [6:2] ExcCode,
	input wire [15:10] HWInt,
	input wire WE,
	input wire EXLSet,
	input wire EXLClr,
	input wire BD,
	output wire IntReq,
	output wire [31:0] EPC,
	output wire [31:0] DOut	
    );
	wire interrupt, exception;
	reg [15:10] SR_im;
	reg exl, ie;
	wire [31:0] reg_SR = {16'b0, SR_im, 8'b0, exl, ie};
	reg reg_BD;
	reg [15:10] reg_HWInt;
	reg [6:2] reg_ExcCode;
	wire [31:0] reg_Cause = {reg_BD, 15'b0, reg_HWInt, 3'b0, reg_ExcCode, 2'b0};
	reg [31:0] reg_EPC;
	assign EPC = reg_EPC;
	reg	[31:0] PRID;
	assign interrupt = (|(HWInt & SR_im)) & ie & !exl;
	assign exception = (ExcCode > 5'd0);
	assign IntReq = interrupt || exception;
	assign DOut = (A1 == 12) ? reg_SR :
				  (A1 == 13) ? reg_Cause :
				  (A1 == 14) ? reg_EPC :
				  (A1 == 15) ? PRID : 0;
	always @(posedge clk)begin
		if(reset)begin
			SR_im <= 0;
			exl <= 0;
			ie <= 0;
			reg_BD <= 0;
			reg_HWInt <= 0;
			reg_ExcCode <= 0;
			reg_EPC <= 0;
			PRID <= 0;
		end
		else begin
			if(WE)begin
				case(A2)
					12:	{SR_im, exl, ie} <= {DIn[15:10], DIn[1:0]};
					14:	reg_EPC <= {DIn[31:2], 2'b00};
					default:	PRID <= 32'h19373385;
				endcase
			end
			else begin
				if(EXLSet)begin
					exl <= 1'b1;
				end
				if(EXLClr)begin
					exl <= 1'b0;
				end
				if(exl == 0)begin
					reg_BD <= BD;
					reg_HWInt <= HWInt;
					reg_ExcCode <= ExcCode;
					reg_EPC	<= (BD) ? ({PC[31:2], 2'b00} - 4) : ({PC[31:2], 2'b00});
				end
			end
		end
	end
	initial begin
		SR_im <= 0;
		exl <= 0;
		ie <= 0;
		reg_BD <= 0;
		reg_HWInt <= 0;
		reg_ExcCode <= 0;
		reg_EPC <= 0;
		PRID <= 0;
	end
endmodule
</file>
<file path="/design/flow/run.sh">
#!/bin/bash
# OpenROAD 26Q1-2900-gdf79404cd8, Yosys 0.63+post, stock flow scripts
make -C /OpenROAD-flow-scripts/flow DESIGN_CONFIG=/design/flow/config.mk WORK_HOME=/design/flow/orfs finish
</file>
==> deck_impl_summary.md <==
Flow Results at a Glance

Final timing
  – Max Slew Vio Count: 0
  – Setup TNS: 0 ns
  – Least-Margin Pin Slew: 0.989 ns
  – Fin Hold WS: 0.463 ns
  – # setup viols final: 0
  – Fin. Hold Viols: 0
  – Fin crit share: 60.3%
  – Max Freq: 137 MHz
  – RSZ-0062 raised after global routing: no
  – Period minus WS final: 7.30 ns
  – Clock skew: 0.00885 ns
  – Rel. slew slack: 33.6%

GRT
  – GRT Total Usage: a little over a fifth
  – Pin count of the biggest net entering global routing: 42
  – Initial antenna violation count: 0
  – Global route total overflow: 0
  – First-pass GRT wire length: 18900 µm
  – Number of global-route vias before repair: 3463

Power
  – Maximum vdd ir drop: roughly 68 µV
  – Combinational share of power: between 20% and 30%
  – Switch share: 27.4%
  – Clock share of power: 30.1%
  – Power density cells: about 84 nW/µm²
  – Seq pwr share: 45.7%
  – Net Switching: 0.113 mW
  – Int Power: 0.300 mW
  – Leakage: 1.87 nW

Route
  – Detail Route Antenna Nets: 0
  – Vias per cell: 5.30
  – DRC: 0
  – # diodes: 0
  – Drt wl/cell: 17.5 µm
  – DRT Wirelength: roughly 12000 µm
  – DR pass1 iterations: 5
  – Initial DRC Count: between 200 and 250
  – Vias: 3629

Final layout
  – Most common logic cell in the routed design: clkdlybuf4s50_1
  – Finished Cell Area: 4940 µm²
  – Most frequent cells in the layout: clkdlybuf4s50_1, dfxtp_1, nand2_1
  – Layout cells sized above 1: 6.01%
  – Syn-to-layout area delta: 52.4%
  – Final non-filler cell total: 685

Place
  – Port Buffers: about 150
  – DP HPWL: 9020 µm
  – Gpl congestion: 0.918
  – Dpl cells: 677
  – Placed cell area: roughly 4800 µm²

Setup path
  – Setup crit start: A1[0]
  – Crit path launch type: input port
  – Worst Reg-to-Reg Cells: 6
  – Crit-path max FO: 17
  – CP Capture Type: output pin
  – Worst setup path end: DOut[2]
  – R2r startpoint: exl
  – Req. time, crit path: approximately 9.7 ns
  – Worst reg2reg setup slack: 9.71 ns
  – R2r endpoint: reg_EPC[27]
  – WS Path Type: input port to output pin
  – Critical path data arrival time: 4.88 ns

Logic synthesis
  – Post-synth regs: 51
  – Synth Area per Inst: 7.82 µm²
  – Ys async rst share: 0%
  – Post-synthesis sequential area ratio: between 30% and 40%
  – Synth unique cells: 60
  – Synth warnings: 1
  – Synthesis area per yosys: about 3200 µm²
  – # Cells Yosys: 414
  – Synthesized area: 3240 µm²
  – Mapped Cells: 414
  – Post-synth EDFFs: 0
  – Dominant flop cell: dfxtp_1

Job
  – Log Warnings: 27
  – Maxcap violations: 0

Floorplan
  – Die height: 106 µm
  – Cell row count: 37
  – Die area: 11200 µm²
  – Starting Density: 31.1%
  – I/O Pins: 156
  – Die Wd: 106 µm
  – Core area: 10400 µm²

Clock network
  – Num CTS Buffers: 5
  – Post-CTS Setup Bufs: 0
  – Post-CTS sizing: 0
  – Root buf cell: clkbuf_8
  – H-tree depth: 2
  – Clock Tree Buf Depth: 2
  – CTS Hold Buffers Added: 0
  – Clock transition at path regs: 0.10 ns
  – Clock sink total: 51
  – CTS tree: built
  – Clk latency late pin: 0.30 ns

Run status
  – Status: complete, no violations

Min path
  – Worst hold path type: register to register
## routing by layer
layer | global-route usage (%) | up-vias | routed length, µm
met4 | 2.28 | 0 | 94
met2 | 34.5 | 118 | 5510
li1 | - | 1805 | -
met3 | 2.38 | 6 | 628
met5 | 0 | - | 0
met1 | 33.6 | 1700 | 5770
## cell usage after synthesis, types with 4 or more instances
library cell / count / share of area, %
nor2_1: 23 / 2.7
a211oi_1: 6 / 1.4
and3_1: 13 / 2.5
or4_1: 4 / 0.93
xor2_1: 6 / 1.6
or2_2: 4 / 0.77
nand4_1: 5 / 0.97
o31ai_1: 4 / 0.93
or3_1: 19 / 3.7
nor3_1: 9 / 1.4
clkbuf_1: 19 / 2.2
a21oi_1: 44 / 6.8
dfxtp_1: 51 / 32
xnor2_1: 11 / 3.0
a22o_1: 6 / 1.6
o211ai_1: 11 / 2.6
nor4_1: 5 / 0.97
inv_1: 7 / 0.81
a31oi_1: 9 / 1.7
buf_2: 4 / 0.62
a22oi_1: 9 / 2.1
a21o_1: 15 / 3.5
o21ai_0: 21 / 3.2
nand2_1: 49 / 5.7
mux2i_1: 11 / 3.4
nand3_1: 6 / 0.93
## kinds of logic (layout without fill, tap and decap cells)
family	count (synthesis)	after routing	share of synthesized area [%]
compound gates	138	138	27.5
xor+xnor	17	17	4.60
fa+ha+maj	1	1	0.386
buf+inv	38	172	5.60
flops	51	51	31.5
mux	13	13	4.10
other cells	1	2	0.116
simple gates	155	155	26.2
## layout make-up
type	count	area, µm²
Clock buffer	5	68.8
Clock inverter	3	46.3
Fill cell	1021	5480
Inverter	7	26.3
Multi-Input combinational cell	326	2050
Sequential cell	51	1020
Tap cell	136	170
Timing Repair Buffer	157	1560
## critical path, cell delays in order
cell and delay (ns):
clkdlybuf4s50_1 0.57, inv_1 0.39, and2_1 0.74, a32o_1 0.29, clkdlybuf4s50_1 0.46
## how the worst min path moves through the flow
stage | from | end | depth (start not counted)
final | reg_ExcCode[6] | reg_ExcCode[6] | 2
after CTS | reg_HWInt[15] | reg_HWInt[15] | 2
after global routing | reg_HWInt[13] | reg_HWInt[13] | 2
## registers in the layout (all words and copies together) (netlist names)
signal and count:
reg_EPC 30, reg_ExcCode 5, exl 1, SR_im 6, PRID 1, reg_HWInt 6, reg_BD 1, ie 1
## power by group through the flow
stage | Sequential [mW] | Combinational, mW | Clock, mW
CTS | 0.189 | 0.100 | 0.127
global route | 0.190 | 0.109 | 0.133
finish | 0.189 | 0.0999 | 0.124
## stage by stage
step	power [mW]	setup WS, ns	util [%]
floorplan	0.227	5.93	-
global placement	0.291	4.79	46.3
detailed placement	0.292	4.80	46.3
CTS	0.415	4.80	47.4
global route	0.432	4.60	47.4
finish	0.413	4.80	47.4
No activity file was given, so power comes from the tool's default toggle rates.
